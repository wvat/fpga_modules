`run.sh`:
```
#!/bin/bash
# OpenROAD 26Q1-2900-gdf79404cd8, Yosys 0.63+post, stock flow scripts
make -C /OpenROAD-flow-scripts/flow DESIGN_CONFIG=/design/flow/config.mk WORK_HOME=/design/flow/orfs finish
```
`config.mk`:
```
export PLATFORM = sky130hd
export DESIGN_NAME = vga_controller
export DESIGN_NICKNAME = vga_controller
export VERILOG_FILES = /design/flow/design.v
export SDC_FILE = /design/flow/constraint.sdc
export NUM_CORES = 4
export LEC_CHECK = 1
export CORE_AREA = 10 10 89 89
export DIE_AREA = 0 0 99 99
```
`constraint.sdc`:
```
current_design vga_controller

set clk_period 1.0
set clk_io_pct 0.2

create_clock -name clk0 -period $clk_period [get_ports {mclk}]

set non_clock_inputs [all_inputs -no_clocks]
set_input_delay [expr $clk_period * $clk_io_pct] -clock clk0 $non_clock_inputs
set_output_delay [expr $clk_period * $clk_io_pct] -clock clk0 [all_outputs]
```
`design.v`:
```
`timescale 1ns / 1ps
module vga_controller(mclk, rst, h_sync, v_sync, color_enable, vga_v_cnt, vga_h_cnt, update );
  input mclk;                 
  input rst;                  
  output h_sync;              
  output v_sync;              
  output color_enable;        
  output [9:0] vga_v_cnt;
  output [9:0] vga_h_cnt;
  output update;
  localparam H_DISPLAY          = 640;
  localparam H_FRONTPORCH       = 16;
  localparam H_BACKPORCH        = 48;
  localparam H_PULSE            = 96;
  localparam H_TOTAL            = H_DISPLAY + H_FRONTPORCH + H_BACKPORCH + H_PULSE;
  localparam V_DISPLAY          = 480;
  localparam V_FRONTPORCH       = 10;
  localparam V_BACKPORCH        = 29;
  localparam V_PULSE            = 2;
  localparam V_TOTAL            = V_DISPLAY + V_FRONTPORCH + V_BACKPORCH + V_PULSE;
  reg clk_cnt;                
  wire terminal_count;        
  wire color_enable;          
  reg [9:0] h_cnt;            
  reg [9:0] v_cnt;            
  always @(posedge mclk or posedge rst)
  begin
    if(rst)
      clk_cnt <= 1'b0;
    else
      clk_cnt <= ~clk_cnt;
  end
  assign terminal_count = (h_cnt == H_TOTAL);
  always @(posedge clk_cnt or posedge rst)
  begin
    if(rst)
      h_cnt <= 0;
    else
    begin
      if(terminal_count)
        h_cnt <= 0;
      else
        h_cnt <= h_cnt + 1;
    end
  end
  always @(posedge clk_cnt or posedge rst)
  begin
    if(rst)
      v_cnt <= 0;
    else
    begin
      if(v_cnt == V_TOTAL)
        v_cnt <= 0;
      else if(terminal_count)
        v_cnt <= v_cnt + 1;
      else
        v_cnt <= v_cnt;
    end
  end
  assign h_sync = ~(h_cnt >= H_DISPLAY + H_BACKPORCH && h_cnt <= H_DISPLAY + H_FRONTPORCH + H_PULSE - 1);
  assign v_sync = ~(v_cnt >= V_DISPLAY + V_BACKPORCH && v_cnt <= V_DISPLAY + V_BACKPORCH + V_PULSE - 1);
  assign color_enable = (h_cnt < H_DISPLAY && v_cnt < V_DISPLAY);
  assign vga_h_cnt = h_cnt;
  assign vga_v_cnt = v_cnt;
  assign update = clk_cnt; 
endmodule
```
==> results_slide.txt <==
Run Summary

Timing
  – Tcrit/Tclk final: 79.65%
  – Endpoints left unconstrained: 43
  – Final setup margin: ~0.20 ns
  – Fmax: 1255 MHz
  – RSZ-0062 raised after global routing: false
  – Fin. Hold Viols: 0
  – Count of final max-slew check failures: 0
  – Slew Limit Headroom: 56.74%
  – Min Tclk post-route: 0.7965 ns
  – Register pins left without a clock: 20
  – Skew final: 0 ns
  – TNS Setup: 0 ns
  – Worst-Margin Slew: 0.6435 ns
  – Final setup violation count: 0

Worst setup path
  – Largest stage delay on the critical path: 0.35 ns
  – CP Max Fanout: 2
  – FF-to-FF End: clk_cnt
  – CP Depth: 1
  – Cell family with most CP delay: flip-flops
  – Worst EP arrival: 0.60 ns
  – WS Path Type: reg -> out
  – Critical path origin: clk_cnt
  – CP Cell Sequence: dlygate4sd2_1
  – Crit-path slowest cell: dfrtp_1
  – Worst r2r src: clk_cnt
  – Critical path launch point type: register
  – Req. time, crit path: 0.80 ns
  – CP Capture Type: output port
  – CP bufs+invs: 1
  – R2r worst-path depth: 2
  – Flop-to-flop setup slack: between 0.2 and 0.3 ns

Placed design
  – Port bufs: 25
  – DP Cell Count: 205
  – Post-Place Cell Area: 1453 um^2
  – Setup WS pre-CTS: -0.005975 ns
  – Routability cong.: between 0.7 and 0.8
  – Hpwl dp: 1980 um

Routing
  – WL met1: between 1000 and 1500 um
  – Post-route ant nets: 0
  – DRC violations left: 0
  – Vias/cell: 3.932
  – Metal3 WL: 38 um
  – Ant diodes: 0
  – DRT iter0 DRCs: 61
  – 1st-pass router iterations: 3
  – Routed WL: approximately 2500 um
  – Drt wl/cell: 12.01 um
  – Met2 Wirelength: 1173 um
  – Via Count: 806
  – Top routing layer used: met3

Min path
  – HP Class: in -> async

Logic synthesis
  – Yosys cell count: 104
  – Area reported by Yosys stat: 1105 um^2
  – Synth area leaders: dfrtp_1 48%, xnor2_1 8.7%, ha_1 6.8%
  – Gate count after technology mapping: ~100
  – Synthesis-stage register bit count: 21
  – Syn_area_per_cell: 10.62 um^2
  – Post-synth top area cell: dfrtp_1
  – Yosys cell types: 33
  – Area leader share: 47.57%
  – Register area share after synthesis: 47.57%
  – Yosys warning tally: 1
  – Synthesized cell area: ~1100 um^2

Floorplan
  – Die Height: 99 um
  – Die width: 99 um
  – # rows: 28
  – Die Size: 9801 um^2
  – Core Box Area: 5991 um^2
  – Top Ports: 26
  – FP Util: 18.44%

Global routing
  – First-pass GRT wire length: between 4000 and 5000 um
  – Vias in the first global route: 763
  – Total grt overflow: 0
  – Total GRT Usage: slightly below 5%
  – Initial antenna violation count: 0
  – Largest net degree at the start of global routing: 22

Cells and area
  – Design area: roughly 1500 um^2
  – Share of cells above drive strength 1: 5.385%
  – Non-filler cells, final: 205
  – Fillers: approximately 640
  – Layout Area Growth over Synthesis: 31.37%

Power
  – Lkg Pwr: 0.6241 nW
  – Worst VDD drop: 0.1755 mV
  – PD cells: between 40 and 50 nW/um^2

Flow run
  – Maxcap violations: 0
  – Log Warnings: 32

Clock tree
  – Reg clk slew, reported paths: 0 ns
  – Late-Pin Clk Latency: 0 ns

Run status
  – Outcome: finished, final reports clean
==> cells in the final DEF, fill, tap and decap left out, types with 2 or more instances in the layout <==
| master | instances |
|---|---|
| clkdlybuf4s50_1 | 24 |
| dfrtp_1 | 21 |
| xnor2_1 | 11 |
| nor2_1 | 11 |
| inv_1 | 9 |
| nand4_1 | 6 |
| ha_1 | 6 |
| nand3_1 | 5 |
| and3_1 | 4 |
| nand2_1 | 4 |
| mux2i_1 | 2 |
| o21ai_0 | 2 |
| xor2_1 | 2 |
| buf_4 | 2 |
==> cells in the mapped netlist <==
cell	number
or4b_4	1
nor4_2	1
and2b_1	1
nand2b_1	1
nand2_1	4
nand4_1	6
xor2_1	2
nand3b_1	1
o21a_1	1
or3b_2	1
nor2_1	11
a21oi_1	1
or3_1	1
mux2i_1	2
a221oi_1	1
mux2_2	1
a22o_1	1
nor3_4	1
and2_1	1
nor2b_1	1
nand3_1	5
and3_1	4
nor4_1	1
inv_1	9
nor3_1	1
dfrtp_1	21
nand4b_1	1
mux2_1	1
or4_1	1
buf_6	1
o21ai_0	2
xnor2_1	11
ha_1	6
==> how the worst max path moves through the flow <==
| stage | end | slack (ns) |
|---|---|---|
| finish | update | 0.20 |
| CTS | update | 0.19 |
| global route | update | 0.18 |
==> logic make-up after synthesis <==
logic type               after synthesis  share of synthesized area [%]
XOR/XNOR                              13                          10.31
multiplexers                           4                          3.850
AND/OR/NAND/NOR                       44                          23.78
adder cells (fa/ha/maj)                6                          6.795
buffers and inverters                 10                          4.077
flip-flops                            21                          47.56
AND-OR/OR-AND                          6                          3.624
==> area by class of cell <==
class	count	area, um^2	area share [%]
Multi-Input combinational cell	73	534.3	36.81
Inverter	9	33.78	2.328
Sequential cell	21	525.5	36.21
Tap cell	75	93.84	6.466
Timing Repair Buffer	27	264.0	18.19
==> through the flow <==
| stage | utilization (%) | hold WS [ns] | power (mW) |
|---|---|---|---|
| CTS | 24.23 | 0.3725 | 0.06507 |
| detailed placement | 24.25 | 0.3725 | 0.06507 |
| global route | 24.23 | 0.3843 | 0.06780 |
| finish | 24.23 | 0.3682 | 0.06358 |
| floorplan | - | 0.1765 | 0.05307 |
| global placement | 24.25 | 0.3572 | 0.06453 |
==> where the power goes <==
part	switching (mW)	internal, mW	leakage [nW]	total [mW]
clock	0	0	0	0
combinational	0.0170	0.00627	0.341	0.0232
sequential	0	0.0403	0.283	0.0403
total	0.0170	0.0466	0.624	0.0636
==> layer usage <==
metal  up-vias  track usage, %
met5         -               0
met4         0               0
met3         0          0.2114
met2        12           7.866
met1       381           7.341
li1        413               -
==> what timing repair did <==
item	in CTS	in global routing
setup endpoints to repair	1	0
gates resized	1	0
buffers inserted	0	0
hold buffers	0	0
==> registers in the layout, indices dropped and copies added (netlist names) <==
name	flops
clk_cnt	1
h_cnt	10
v_cnt	10
Power is estimated from default activity; no workload was simulated.
