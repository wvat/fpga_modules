==> flow/config.mk <==
export PLATFORM = sky130hd
export DESIGN_NAME = seven_seg
export DESIGN_NICKNAME = seven_seg
export VERILOG_FILES = /design/flow/design.v
export SDC_FILE = /design/flow/constraint.sdc
export NUM_CORES = 4
export LEC_CHECK = 1
export CORE_UTILIZATION = 30
==> flow/design.v <==
`timescale 1ns / 1ps
module seven_seg(mclk, rst_N, digits_in, anode_sel, segments_out);
  input mclk;
  input rst_N;
  input [19:0] digits_in;              
  output [3:0] anode_sel;              
  output reg [7:0] segments_out;       
  reg [4:0] digit;
  reg [15:0] count;
  always @(posedge mclk, negedge rst_N)
  begin
    if(~rst_N) 
    begin  
      count <= 0;
    end
    else if(count >= 50000) count <= 0; 
    else count <= count + 1; 
  end
  assign anode_sel[0] = ~(count >= 0 && count < 12500),
         anode_sel[1] = ~(count >= 12500 && count < 25000),
         anode_sel[2] = ~(count >= 25000 && count < 37500),
         anode_sel[3] = ~(count >= 37500 && count < 50000);
 always @ (*)
 begin
  case(anode_sel)
    4'b1110: digit <= digits_in[4:0];
    4'b1101: digit <= digits_in[9:5];
    4'b1011: digit <= digits_in[14:10];
    4'b0111: digit <= digits_in[19:15];
    default: digit <= 0;
  endcase
  if(~rst_N)
    segments_out <= 8'hFF;
  else
  begin
    case(digit[3:0])
      4'h0: segments_out <= ~{7'b1111110, digit[4]};
      4'h1: segments_out <= ~{7'b0110000, digit[4]};
      4'h2: segments_out <= ~{7'b1101101, digit[4]};
      4'h3: segments_out <= ~{7'b1111001, digit[4]};
      4'h4: segments_out <= ~{7'b0110011, digit[4]};
      4'h5: segments_out <= ~{7'b1011011, digit[4]};
      4'h6: segments_out <= ~{7'b1011111, digit[4]};
      4'h7: segments_out <= ~{7'b1110000, digit[4]};
      4'h8: segments_out <= ~{7'b1111111, digit[4]};
      4'h9: segments_out <= ~{7'b1110011, digit[4]};
      4'hA: segments_out <= ~{7'b1110011, digit[4]};
      4'hB: segments_out <= ~{7'b0011111, digit[4]};
      4'hC: segments_out <= ~{7'b1001110, digit[4]};
      4'hD: segments_out <= ~{7'b0111101, digit[4]};
      4'hE: segments_out <= ~{7'b1001111, digit[4]};
      4'hF: segments_out <= ~{7'b1000111, digit[4]};
      default: segments_out <= ~8'b10010011;
    endcase
  end
 end
endmodule
==> flow/run.sh <==
#!/bin/bash
# OpenROAD 26Q1-2900-gdf79404cd8, Yosys 0.63+post, stock flow scripts
make -C /OpenROAD-flow-scripts/flow DESIGN_CONFIG=/design/flow/config.mk WORK_HOME=/design/flow/orfs finish
==> flow/constraint.sdc <==
current_design seven_seg

set clk_period 6.8
set clk_io_pct 0.2

create_clock -name clk0 -period $clk_period [get_ports {mclk}]

set non_clock_inputs [all_inputs -no_clocks]
set_input_delay [expr $clk_period * $clk_io_pct] -clock clk0 $non_clock_inputs
set_output_delay [expr $clk_period * $clk_io_pct] -clock clk0 [all_outputs]
==> impl_metrics.py <==
# Metrics from the implementation run
metrics = {
    "placed_design": {
        "place_congestion": 0.823,
        "place_ws_ns": 2.27,
        "hpwl_mm": 2.49,
        "port_buffers": 33,
    },
    "floorplan": {
        "core_sq_um": 4140,
        "fp-row-count": 23,
        "fp_util": 0.324,
        "fp.dieH_microns": 68.9,
        "io_pins": 34,
        "dieArea_sq_um": 4740,
        "dieWidth_microns": 68.9,
    },
    "yosys": {
        "ys_sh_aoi": 0.209,
        "fa_ha_area_frac": 0.0187,
        "ys_types": 43,
        "top_cells_by_count": "21 x nor2_1, 19 x nand3_1, 16 x dfrtp_1",
        "ff_type": "dfrtp_1",
        "edf_count": 0,
        "async_flop_share": 1.00,
        "yosys.area.top_type": "dfrtp_1",
        "ys_sh_mux": 0,
        "ys_seq_share": 0.299,
        "synth-simple-area-share": 0.343,
        "synth_warnings": 1,
        "area_leaders": "dfrtp_1 30%, nand3_1 7.1%, nor2_1 5.9%, xor2_1 5.2%, nand2_1 3.9%",
        "synth.top_cell.area_share": 0.299,
        "synthTopLogicFamily": "simple AND/OR/NAND/NOR gates",
        "synth_dominant_cell_count": "nor2_1",
        "xor_area_frac": 0.0784,
        "syn_inst": 162,
        "synth_area_sq_um": 1340,
        "yosysChipArea_sq_um": 1340,
        "syn_area_per_cell_sq_um": 8.28,
        "ys_cells": 162,
        "ys_ff": 16,
    },
    "status": {
        "run_status": "complete, no violations",
    },
    "critical_path": {
        "crit_start": "digits_in[16]",
        "rr_worst_depth": 6,
        "cp_max_fo": 6,
        "critPathKind": "input pin to output port",
        "worstReg2RegStart": "count[4]$_DFF_PN0_",
        "critPathLaunchType": "input pin",
        "regToRegSetupSlack_ns": 4.90,
        "end_kind": "output port",
        "r2r_end": "count[14]$_DFF_PN0_",
        "arrival_ns": 3.18,
        "worst_ep_required_time_ns": 5.44,
    },
    "cts": {
        "clock-sinks": 16,
        "ctsResizeCount": 0,
        "cts_inserted_buffers": 3,
        "cts_buffer_depth": 2,
        "post_cts_buffers": 0,
        "path_clk_slew_ns": 0.06,
        "cts_hold_buf": 0,
        "clock_latency_ns": 0.24,
        "cts_tree": "yes",
        "cts-root-buf": "clkbuf_8",
        "ctsHtreeMaxLevel": 1,
    },
    "power": {
        "p_clk_frac": 0.339,
        "p_sw_mw": 0.0436,
        "p_sw_frac": 0.217,
        "power.density_nw_per_um2": 116,
        "combPwrFrac": 0.186,
        "vdd_drop_max_mv": 0.104,
        "p_int_mw": 0.157,
        "p_seq_frac": 0.474,
        "power_leakage_nw": 0.712,
    },
    "hold_path": {
        "hp-start": "count[0]$_DFF_PN0_",
        "whs_path_depth": 1,
        "hold_path_class": "register to register",
        "min_to": "count[0]$_DFF_PN0_",
    },
    "drt": {
        "drt-initial-drc-count": 39,
        "num_antenna_cells": 0,
        "first_pass_iters": 5,
        "wl_met1_mm": 1.67,
        "via_per_inst": 5.44,
        "route.antenna.remaining_nets": 0,
        "routedWlPerCell_microns": 13.7,
        "met2_length_mm": 1.45,
        "wl_met3_microns": 157,
        "wirelength_mm": 3.30,
        "highest_layer": "met4",
        "vias": 1310,
        "drc": 0,
    },
    "global_routing": {
        "grt_max_degree": 15,
        "grt_antenna_before_repair": 0,
        "grt.total_usage": 0.161,
        "grt_overflow": 0,
        "grt_first_pass_wirelength_mm": 5.62,
        "first_global_vias": 1174,
    },
    "finish": {
        "reg.largest.list": "count (16)",
        "top_register": "count",
        "largest_register_ffs": 16,
        "areaGrowthSynthToFinish_pct": 29.4,
        "drive_gt1_frac": 0.0995,
        "nFillCells": 411,
        "utilization": 0.419,
    },
    "timing": {
        "worst_slack_ns": 2.26,
        "drv_slew": 0,
        "tns_ns": 0,
        "relSlewSlack": 0.638,
        "rsz0062_at_grt": "false",
        "hold_violations": 0,
        "fin_crit_ns": 4.54,
        "setup_viol": 0,
        "skew_ns": 0.00233,
        "worstMarginPinSlew_ns": 0.543,
        "max_freq_mhz": 220,
        "period_used_share": 0.668,
    },
    "job": {
        "drv_cap": 0,
        "warnings": 27,
    },
}
logic make-up after synthesis:
family                     after synthesis
and+or+nand+nor                         83
AOI/OAI and AO/OA                       35
DFF                                     16
buffers and inverters                   14
xor gates and xnor gates                12
adders and majority gates                2
critical path, stage by stage:
cell and delay (ns):
clkdlybuf4s50_1 0.40, a32oi_1 0.20, and3_1 0.41, nand2_1 0.12, o221ai_1 0.20, clkdlybuf4s50_1 0.49
worst max path at each step:
stage         cells after the start         endpoint  slack (ns)
global route                      7  segments_out[3]        2.14
CTS                               6  segments_out[1]        2.26
finish                            6  segments_out[1]        2.26
per-stage QoR:
stage          instance area, sq um  total power [mW]  hold slack, ns  instances
2_1_floorplan                  1340             0.111           0.432        162
3_3_place_gp                   1690             0.135           0.452        238
3_5_place_dp                   1690             0.135           0.452        238
4_1_cts                        1740             0.203           0.461        241
5_1_grt                        1740             0.209           0.497        241
6_report                       1740             0.201           0.455        241
per-layer routing:
layer,vias up,track usage
li1,653,-
met1,619,0.260
met2,34,0.240
met3,4,0.0283
met4,0,0.00510
met5,-,0
cell usage in the layout, fill, tap and decap left out, types with 3 or more instances in the layout:
cell             synthesis  final
clkbuf_8                 0      3
nor2_1                  21     21
dfrtp_1                 16     16
inv_1                    6      6
clkdlybuf4s50_1          0     33
xor2_1                   8      8
a32oi_1                  4      4
xnor2_1                  4      4
o211ai_1                 3      3
a21oi_1                  6      6
and3_1                   6      6
nand3_1                 19     19
nand2_1                 14     14
o21ai_1                  5      5
nand4_1                  5      5
layout make-up:
cell class | instances | area (sq um) | area share
Inverter | 6 | 22.5 | 0.0130
Tap cell | 50 | 62.6 | 0.0360
Sequential cell | 16 | 400 | 0.231
Timing Repair Buffer | 34 | 338 | 0.195
Multi-Input combinational cell | 132 | 871 | 0.502
Clock buffer | 3 | 41.3 | 0.0238
power by group through the flow:
| stage | combinational (mW) | sequential (mW) | clock (mW) |
|---|---|---|---|
| CTS | 0.0377 | 0.0952 | 0.0701 |
| global route | 0.0407 | 0.0952 | 0.0735 |
| finish | 0.0374 | 0.0953 | 0.0681 |
Power and IR drop assume default switching activity.
